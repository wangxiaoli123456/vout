`/design/flow/config.mk`:
```
export PLATFORM = sky130hd
export DESIGN_NAME = output_timing
export DESIGN_NICKNAME = output_timing
export VERILOG_FILES = /design/flow/design.v
export SDC_FILE = /design/flow/constraint.sdc
export NUM_CORES = 4
export LEC_CHECK = 1
export CORE_UTILIZATION = 40
```
`/design/flow/constraint.sdc`:
```
current_design output_timing

set clk_period 16.0
set clk_io_pct 0.2

create_clock -name clk0 -period $clk_period [get_ports {clk}]

set non_clock_inputs [all_inputs -no_clocks]
set_input_delay [expr $clk_period * $clk_io_pct] -clock clk0 $non_clock_inputs
set_output_delay [expr $clk_period * $clk_io_pct] -clock clk0 [all_outputs]
```
`/design/flow/design.v`:
```
module output_timing#(
  parameter HFP_WIDTH=8,
  parameter HSW_WIDTH=4,
  parameter HBP_WIDTH=8,
  parameter HACTIVE_WIDTH=16,
  parameter DATA_WIDTH=8,
  parameter VFP_WIDTH=8,
  parameter VSW_WIDTH=4,
  parameter VBP_WIDTH=8,
  parameter VACTIVE_WIDTH=16
)(
  input                       clk,
  input                       rst_n,
  input                       sync_en,
  input                       hpol_i,
  input [HFP_WIDTH-1:0]       hfp_i,
  input [HSW_WIDTH-1:0]       hsw_i,
  input [HBP_WIDTH-1:0]       hbp_i,
  input [HACTIVE_WIDTH-1:0]   hactive_i,
  input [VFP_WIDTH-1:0]       vfp_i,
  input [VSW_WIDTH-1:0]       vsw_i,
  input [VBP_WIDTH-1:0]       vbp_i,
  input [VACTIVE_WIDTH-1:0]   vactive_i,
  input [DATA_WIDTH-1:0]      datar_i,
  input [DATA_WIDTH-1:0]      datag_i,
  input [DATA_WIDTH-1:0]      datab_i,
  output [DATA_WIDTH-1:0]     datar_o,
  output [DATA_WIDTH-1:0]     datag_o,
  output [DATA_WIDTH-1:0]     datab_o,
  output                      hsync_o,
  output                      vsync_o,
  output                      de_o
);
reg  [HACTIVE_WIDTH:0]  h_cnt_r;
reg                     hsync_r;
reg                     de_r;
wire [HACTIVE_WIDTH:0]  h_cnt_nxt_c;
wire [HACTIVE_WIDTH:0]  htt_c;
wire [HFP_WIDTH:0]      hsw_end_c;
wire [HFP_WIDTH:0]      hbp_end_c;
wire [HFP_WIDTH:0]      hfp_end_c;
assign hfp_end_c =  hfp_i;
assign hsw_end_c = hfp_end_c + hsw_i;
assign hbp_end_c = hsw_end_c + hbp_i;
assign htt_c =  hbp_end_c + hactive_i ;
assign h_cnt_nxt_c = (sync_en)?(h_cnt_r+1'b1):1'b0;
always @(posedge clk)begin
  if(!rst_n)
      h_cnt_r <= {(HACTIVE_WIDTH+1){1'b0}}+1'b1;
  else
      h_cnt_r <= (h_cnt_r<htt_c)?h_cnt_nxt_c:{{(HACTIVE_WIDTH){1'b0}},1'b1};
end
always @(posedge clk)begin
  if(!rst_n)
    hsync_r <= 1'b0;
  else if(sync_en & h_cnt_r < hfp_end_c)
    hsync_r <=1'b0;
  else if(sync_en & h_cnt_r < hsw_end_c)
    hsync_r <= 1'b1;
  else
    hsync_r <= 1'b0;
end
always @(posedge clk)begin
  if(!rst_n)
    de_r <= 1'b0;
  else if(sync_en & h_cnt_r < hbp_end_c )
    de_r <= 1'b0;
  else if(sync_en & h_cnt_r < htt_c)
    de_r <= 1'b1;
  else
    de_r <= 1'b0;
end
assign hsync_o = hsync_r;
assign de_o=de_r;
reg  [VACTIVE_WIDTH:0]  v_cnt_r;
wire [VACTIVE_WIDTH:0]  v_cnt_nxt_c;
wire [VACTIVE_WIDTH:0]  v_cnt_c;
reg                     vsync_r;
wire                    h_end_c;
wire [VACTIVE_WIDTH:0]  vtt_c;
wire [VFP_WIDTH:0]      vsw_end_c;
wire [VFP_WIDTH:0]      vbp_end_c;
wire [VFP_WIDTH:0]      vfp_end_c;
assign h_end_c =( h_cnt_r == htt_c -1'b1) ? 1'b1:1'b0;
assign v_cnt_nxt_c =(h_end_c)?(v_cnt_r+1'b1):v_cnt_r;
assign v_cnt_c = (v_cnt_r < vtt_c)?v_cnt_nxt_c:{{(VACTIVE_WIDTH){1'b0}},{1'b1}};
assign vfp_end_c = vfp_i;
assign vsw_end_c = vfp_end_c + vsw_i;
assign vbp_end_c = vsw_end_c + vbp_i;
assign vtt_c =  vbp_end_c + vactive_i ;
always @ (posedge clk) begin
  if(!rst_n) begin
    v_cnt_r <= {{(VACTIVE_WIDTH){1'b0}},{1'b1}};
    end
  else
      v_cnt_r <= v_cnt_c;
  end
always @(posedge clk) begin
  if(!rst_n)
    vsync_r <= 1'b0;
  else if(v_cnt_r < vfp_end_c+1'b1)
    vsync_r <= 1'b0;
  else if(v_cnt_r < vsw_end_c+1'b1)
    vsync_r <= 1'b1;
  else if(v_cnt_r < vbp_end_c+1'b1)
    vsync_r <= 1'b0;
  else if(v_cnt_r < vtt_c+1'b1)
    vsync_r <= 1'b1;
  else
    vsync_r <= 1'b0;
end
assign vsync_o=vsync_r;
reg[DATA_WIDTH-1:0] datar_r;
reg[DATA_WIDTH-1:0] datag_r;
reg[DATA_WIDTH-1:0] datab_r;
assign datar_o=datar_r;
assign datag_o=datag_r;
assign datab_o=datab_r;
always @ (posedge clk) begin
  if(!rst_n) begin 
    datar_r <={ DATA_WIDTH{1'b0}};
    datag_r <={ DATA_WIDTH{1'b0}};
    datab_r <={ DATA_WIDTH{1'b0}};
    end
  else begin
    datar_r <= datar_i;
    datag_r <= datag_i;
    datab_r <= datab_i;
    end
end
endmodule
```
`/design/flow/run.sh`:
```
#!/bin/bash
# OpenROAD 26Q1-2900-gdf79404cd8, Yosys 0.63+post, stock flow scripts
make -C /OpenROAD-flow-scripts/flow DESIGN_CONFIG=/design/flow/config.mk WORK_HOME=/design/flow/orfs finish
```
==> flow_summary.json <==
{
  "outcome": "finished, final reports clean",
  "cts_sinks": 61,
  "die.size.y_um": 144.7,
  "setup.worst_path.start": "vfp_i[1]",
  "dp.cells": 1350,
  "r2r-start": "h_cnt_r[4]$_SDFF_PN0_",
  "cp_slowest_cell": "nor4b_1",
  "chipWidth_um": 144.7,
  "arrival_ns": 10.32,
  "worst-path-buf-inv": 2,
  "ctsHoldBuffers": 0,
  "core_um2": 19720,
  "gr-usage-all-layers_pct": 18.45,
  "drv_slew": 0,
  "top_area_cell": "ha_1",
  "cts_buffers": 9,
  "top_cell_area_share_pct": 22.74,
  "num_rows": 51,
  "tns_ns": 0,
  "dieArea_um2": 20940,
  "clockBufferDepth": 2,
  "min_period_ns": 10.05,
  "diodes": 0,
  "drtIter0Drc": 191,
  "power_density_nw_per_um2": 88.29,
  "grt_pass1_wl_mm": 30.53,
  "cts.clk_slew.worst_paths_ns": 0.05,
  "maxCapViolations": 0,
  "worstSkewPairLatency_ns": 0.33,
  "edf_count": 0,
  "finalHoldViolCount": 0,
  "rr_worst_depth": 8,
  "tritoncts": "yes",
  "worst_pin_slew_ns": 0.7468,
  "critical_path_class": "in -> reg",
  "syn_inst": 987,
  "area_leaders": "ha_1, dfxtp_1, xnor2_1",
  "postSynthAreaPerCell_um2": 8.251,
  "fin_crit_sh_pct": 62.78,
  "grt_pass1_vias": 6422,
  "finClkSkew_ns": 0.007557,
  "synth_seq_share_pct": 14.99,
  "h-tree-depth": 3,
  "num_io_pins": 127,
  "post-cts-setup-buffers": 0,
  "power_leakage_nw": 4.556,
  "fp-utilization_pct": 41.30,
  "root_buffer": "clkbuf_16",
  "hold_class": "reg -> reg",
  "ant_nets": 0,
  "synth_cell_types": 77,
  "hpwl_mm": 14.88,
  "warnings": 27,
  "yosysCellCount": 987,
  "antenna_found_initial": 0,
  "drtPass1Iterations": 4,
  "drive_gt1_share_pct": 4.814,
  "rsz0062_at_grt": "false",
  "drc_errors": 0,
  "synth-main-ff-cell": "dfxtp_1",
  "worstSetupStartpointType": "primary input",
  "fill_cells": 1889,
  "vias": 7022,
  "cts_resized": 0,
  "r2r_slack_ns": 12.89,
  "viasPerCell": 5.141,
  "slowest_delay_ns": 0.64,
  "async_reset_ff_share_pct": 0,
  "crit_family": "AND-OR/OR-AND gates",
  "yosys_warnings": 1,
  "synthToLayoutAreaGrowth_pct": 21.68,
  "setup_viol": 0,
  "overflow": 0,
  "crit_top_cell": "ha_1",
  "netlist_area_um2": 8144,
  "slew_headroom_pct": 49.51,
  "peakVddDrop_uv": 45.32,
  "ys.flops": 61,
  "crit_end": "vsync_r$_SDFF_PP0_",
  "critPathRequiredTime_ns": 16.28,
  "cp_max_fo": 5,
  "cp.depth": 28,
  "grt_start_max_net_pins": 33,
  "io_buffers": 125,
  "fmax_mhz": 99.55,
  "place_congestion": 0.8552,
  "wl_per_cell_um": 13.40,
  "end_kind": "flop",
  "instances_no_fill": 1366,
  "yosys_area_um2": 8144,
  "wirelength_mm": 18.30,
  "r2r_end": "v_cnt_r[5]$_SDFFE_PN0N_"
}
[tightest hold or removal path, delay by kind of cell (launching register included)]
family                 cells  cell delay [ns]
AND-OR/OR-AND              1             0.10
buffers and inverters      1             0.08
flip-flops                 1             0.34
AND/OR/NAND/NOR            1             0.04
[worst min path at each step]
stage                             from  cells past startpoint                  endpoint
CTS           v_cnt_r[16]$_SDFFE_PN0N_                      3  v_cnt_r[16]$_SDFFE_PN0N_
global route     h_cnt_r[9]$_SDFF_PN0_                      3     h_cnt_r[9]$_SDFF_PN0_
finish        v_cnt_r[16]$_SDFFE_PN0N_                      3  v_cnt_r[16]$_SDFFE_PN0N_
[cell type report]
class,instances,area (um^2),area share (%)
multi-input combinational,820,6485,65.44
sequential,61,1221,12.32
timing repair buffer,127,1266,12.78
tap,265,331.6,3.346
inverter,77,294.0,2.967
clock inverter,5,58.81,0.5934
clock buffer,11,252.7,2.551
[report_power, final]
group / switching (mW) / internal, mW / leakage [nW]
Clock: 0.0707 / 0.129 / 0.148
Sequential: 0.00301 / 0.156 / 0.499
Combinational: 0.275 / 0.241 / 3.91
[state kept, by name, summed over array words and instances (netlist names)]
name,flops
datar_r,8
datag_r,8
datab_r,8
h_cnt_r,17
hsync_r,1
de_r,1
vsync_r,1
v_cnt_r,17
[cells in the final DEF (no fill, tap or decap), types with 5 or more instances in the layout]
cell             instances
ha_1                   148
clkdlybuf4s50_1        125
xnor2_1                 81
inv_1                   76
dfxtp_1                 61
a21oi_1                 56
nor2_1                  51
nand2_1                 50
xor2_1                  37
nand3_1                 37
a21o_1                  33
o21ai_0                 33
and3_1                  30
and2_1                  27
o21a_1                  26
nand2b_1                19
nor2b_1                 18
nor3_1                  16
nand4_1                 12
nand3b_1                11
and4_1                   9
clkbuf_16                9
nor3b_1                  8
a211oi_1                 7
a21bo_2                  7
a31o_2                   6
o211ai_1                 6
a21boi_0                 6
nor4_1                   6
fa_1                     6
o21bai_1                 5
o2111ai_1                5
or4_1                    5
[layer usage]
metal | GRT usage [%] | vias to the layer above | share of wire (%) | routed length [um]
met3 | 1.876 | 11 | 3.0 | 546
li1 | - | 3748 | - | -
met1 | 28.53 | 3153 | 53 | 9771
met2 | 28.82 | 110 | 43 | 7808
met5 | 0 | - | 0 | 0
met4 | 1.717 | 0 | 0.96 | 176
[Yosys cell counts (all sizes together) (3+ instances only)]
cell type	n
buf	11
and2	27
a211oi	7
xnor2	82
o21a	26
ha	148
o21bai	5
a21o	33
nand2	51
a21boi	7
clkbuf	18
o21ai	34
nor4	6
inv	76
nand3	38
nor3	16
o2111ai	5
nand3b	11
o311ai	4
xnor3	3
and4	9
and3	31
nand4b	3
nor2	51
dfxtp	61
or2	3
o211ai	6
nand2b	19
a21oi	58
a31oi	3
xor2	37
or3	3
a21bo	8
a31o	6
nand4	12
nor2b	18
or4	5
o211a	4
nor3b	8
fa	6
[metrics by stage]
step / area (um^2) / util, % / total power, mW / hold WS (ns) / worst slack (ns)
6_report: 9910 / 50.26 / 0.8749 / 0.6056 / 5.955
5_1_grt: 9910 / 50.26 / 0.9608 / 0.6653 / 5.317
4_1_cts: 9910 / 50.26 / 0.8855 / 0.6061 / 5.965
2_1_floorplan: 8144 / - / 0.5658 / 0.5302 / 7.357
3_5_place_dp: 9598 / 48.68 / 0.6797 / 0.5936 / 5.617
3_3_place_gp: 9598 / 48.68 / 0.6759 / 0.5945 / 5.655
[logic make-up after synthesis]
kind of cell / after synthesis / share of synthesized area (%)
DFF: 61 / 14.99
adders and majority gates: 154 / 24.21
and+or+nand+nor: 315 / 21.26
AOI/OAI and AO/OA: 226 / 19.97
muxes: 1 / 0.1229
xor gates and xnor gates: 123 / 14.01
other: 1 / 0.04605
buffers and inverters: 106 / 5.377
Power and IR drop assume default switching activity.
